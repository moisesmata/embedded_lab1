## ./design.v

```verilog
module collatz( input logic         clk,    
		input logic 	    go,     
		input logic  [31:0] n,      
		output logic [31:0] dout,   
		output logic 	    done);  
   always_ff @(posedge clk) begin
      if (go) dout <= n;
      else if (done == 1) dout <= 32'd1;
      else if (dout[0] == 0) dout <= dout >> 1;
      else dout <= (dout << 1) + dout + 1;
   end
   assign done = (dout == 32'd1) ? 1 : 0;
endmodule
module hex7seg(input logic  [3:0] a,
	       output logic [6:0] y);
   always_comb begin : segment
      case (a)
         4'd0: y = 7'h40;
         4'd1: y = 7'h79;
         4'd2: y = 7'h24;
         4'd3: y = 7'h30;
         4'd4: y = 7'h19;
         4'd5: y = 7'h12;
         4'd6: y = 7'h02;
         4'd7: y = 7'h78;
         4'd8: y = 7'h00;
         4'd9: y = 7'h10;
         4'd10: y = 7'h08;
         4'd11: y = 7'h03;
         4'd12: y = 7'h46;
         4'd13: y = 7'h21;
         4'd14: y = 7'h06;
         4'd15: y = 7'h0e;
      endcase
   end 
endmodule
module lab1( input logic        CLOCK_50,   
	     input logic [3:0] 	KEY,  
	     input logic [9:0] 	SW,  
	     output logic [6:0] HEX0, HEX1, HEX2, HEX3, HEX4, HEX5,
	     output logic [9:0] LEDR  
	     );
   logic 			clk, go, done;   
   logic [31:0] 		start;
   logic [15:0] 		count;
   logic [11:0] 		n;
   assign clk = CLOCK_50;
   range #(256, 8)  
         r ( .* );  
   hex7seg seg5 (n[11:8],HEX5);
   hex7seg seg4 (n[7:4],HEX4);
   hex7seg seg3 (n[3:0],HEX3);
   hex7seg seg2 (count[11:8],HEX2);
   hex7seg seg1 (count[7:4],HEX1);
   hex7seg seg0 (count[3:0],HEX0);
   logic [21:0] but_counter;
   logic reading;
   always_ff @(posedge clk) begin
	   LEDR <= SW;
	   if (KEY[3] == 0) begin
		   start <= {22'b0, SW};
		   go <= 1;
		   n <= 0;
		   but_counter <= 0;
		   reading <= 0;
	   end
	   else begin
		   go <= 0;
		   if (reading == 0) begin
		   	if (done == 1) begin
			   reading <= 1;
		   	end
	   	   end
		   else begin
			   start <= {20'b0, n};
			   if (KEY[0] == 0) begin
				   if (but_counter == 0) begin
				   	n <= n + 12'b1;
			   	   end
				   but_counter <= but_counter + 12'b1;
			   end
			   else if (KEY[1] == 0) begin
				   if (but_counter == 0) begin
				   	n <= n - 12'b1;
			   	   end
				   but_counter <= but_counter + 12'b1;
			   end
			   else begin
				   but_counter <= 0;
			   end
			   if (KEY[2] == 0) begin
				   n <= {2'b0, SW};
			   end
		   end
	   end
   end
endmodule
module range
   #(parameter
     RAM_WORDS = 16,             
     RAM_ADDR_BITS = 4)          
   (input logic         clk,     
    input logic 	go,      
    input logic [31:0] 	start,   
    output logic 	done,    
    output logic [15:0] count);  
   logic 		cgo;     
   logic                cdone;   
   logic [31:0] 	n;       
   collatz c1(.clk(clk),
	      .go(cgo),
	      .n(n),
	      .done(cdone),
	      .dout());
   logic [RAM_ADDR_BITS - 1:0] 	 num;          
   logic [RAM_ADDR_BITS - 1:0] 	 addrSet;          
   logic 			 running = 0;  
   logic [15:0] running_count;
   always_ff @(posedge clk) begin
      if (go) begin
         running <= 1;
         done <= 0;
         running_count <= 0;
         we <= 0;
         num <= 0;
         cgo <= 1;
         n <= start;
      end
      else if (running == 1) begin
         cgo <= 0;
         we <= 0;
         if (num == 0 && we == 1) begin
               done <= 1;
               running <= 0;
            end
         if (cdone == 1 && cgo != 1) begin
               n <= 32'b1 + start + {{32-RAM_ADDR_BITS{1'b0}}, num};
               cgo <= 1;
               addrSet <= num;
               num <= num + {{RAM_ADDR_BITS-1{1'b0}}, 1'b1};
               din <= running_count;
               running_count <= 0;
               we <= 1;
         end
         else begin
            running_count <= running_count + 16'b1;
         end
      end
      else begin
         done <= 0;
      end
   end
   logic 			 we;                     
   logic [15:0] 		 din;                    
   logic [15:0] 		 mem[RAM_WORDS - 1:0];   
   logic [RAM_ADDR_BITS - 1:0] 	 addr;                   
   assign addr = we ? addrSet : start[RAM_ADDR_BITS-1:0];
   always_ff @(posedge clk) begin
      if (we) mem[addr] <= din;
      count <= mem[addr];      
   end
endmodule
```

## ./run.sh

```bash
#!/bin/bash
# OpenROAD 26Q1-2900-gdf79404cd8, Yosys 0.63+post, stock flow scripts
make -C /OpenROAD-flow-scripts/flow DESIGN_CONFIG=/design/flow/config.mk WORK_HOME=/design/flow/orfs finish
```

## ./config.mk

```make
export PLATFORM = sky130hd
export DESIGN_NAME = lab1
export DESIGN_NICKNAME = lab1
export VERILOG_FILES = /design/flow/design.v
export SDC_FILE = /design/flow/constraint.sdc
export NUM_CORES = 4
export LEC_CHECK = 1
export CORE_UTILIZATION = 50
export SYNTH_MEMORY_MAX_BITS = 65536
```

## ./constraint.sdc

```tcl
current_design lab1

set clk_period 68.1
set clk_io_pct 0.2

create_clock -name clk0 -period $clk_period [get_ports {CLOCK_50}]

set non_clock_inputs [all_inputs -no_clocks]
set_input_delay [expr $clk_period * $clk_io_pct] -clock clk0 $non_clock_inputs
set_output_delay [expr $clk_period * $clk_io_pct] -clock clk0 [all_outputs]
```

==> summary.txt <==
flow finished, numbers: run status finished, final reports clean, Psw 0.928 mW, placed instance area about 140,000 um^2, Clock Power Share 42.1%, clock latency (worst-skew pair) approximately 0.94 ns, Clock transition at path regs roughly 0.060 ns, H-tree Lvls 5, RSZ-0062 raised after global routing false, startpoint types input pin, worst setup path startpoint KEY[0], yosys adder share approximately 1.1%, Longest Clk Path Bufs 4, Hold Path Class reg -> reg, Leak Pwr 48.1 nW, CTS tree done, mean number of vias per cell between 6 and 7, Slew headroom 24.1%, initial drt markers 5,601, worst vdd ir roughly 27 uV, Yosys Chip Area 130,000 um^2, clock sink total 3,253, Met1 Wirelength 121,000 um, Mapped Avg Cell Area 17.5 um^2, count of library flops with an enable pin 3,116, layout cell share with drive strength beyond 1 about a fifth, fmax 59.9 MHz, area fraction in mux cells approximately 12%, WL met2 174,000 um, Layout Area Growth over Synthesis 13.7%, Root Buffer clkbuf_16, cell-internal power 3.29 mW, worst slew pin tran ~1.1 ns, Final Routed Wirelength 396,000 um, ANT nets after route 0, R2R cell count 12, crit path DAT approximately 18 ns, Synth Cell Area 130,000 um^2, Worst R2R Start r.start[0], period utilisation layout between 20% and 30%, Post-Synthesis Cells 7,413, Netlist cell types 85, largest net degree at the start of global routing 118, Top logic family multiplexers, Post-Synth XOR/XNOR Area 0.601%, Worst Skew 0.0767 ns, number of global-route vias before repair 76,479, FF+latch count, synth roughly 3,300, CTS Buf Count 349, ys async rst share 0%, WL met3 76,100 um, hpwl dp around 250,000 um, Final Hold Vio Count 0, port bufs ~66, Post-Synth Simple-Gate Area 6.81%, Chip Area 262,000 um^2, cell area after layout 148,000 um^2, Critical Path RT 68.92 ns, Post-CTS Hold Fix Bufs 0, Fin Setup TNS 0 ns, R2R Path End r.count[8], die y size 511 um, Final WS setup 51.41 ns, total grt overflow 0, initial antenna violation count 19, wire length per cell 34.1 um, Core Rows 186, post-synthesis sequential area ratio 74.2%, Comb pwr share 6.4%, Worst Setup EP HEX3[3], total tool warning count approximately 86, core box area between 200,000 and 300,000 um^2, GRT Util Overall 34.4%, Post-synth top flop edfxtp_1, Pins Over Slew Limit 0, PostCTS Resize Cnt 0, FP Core Util between 50% and 60%, GPL Wtd Cong 1.01, Via Count 72,479, Flop pwr share between 50% and 60%, drt first pass iters 6, fin crit period 16.69 ns, Yosys warning count 4, Setup violations, final 0, ys cells 7,413, post-CTS setup buffer count 0, pwr dens 28.6 nW/um^2, global-route wire length before repair 560,000 um, IO Pins 67, Setup Slack @ Placement 50.46 ns, reg-to-reg setup timing slack just over 60 ns, Max Cap Violations 0, CP Capture Type flip-flop, ao+oa area frac about 3.4%, Sw Share 22.0%, # DRC 0, Max FO, Critical Path 16, die width roughly 510 um, highest routed layer met5, Setup Crit Path Kind in -> reg
cell usage after synthesis, drive strengths merged (63+ instances only):
cell type  instances  share of area, %
o21ai             73              0.28
ha               107               1.0
and3              75              0.36
nand3            354               1.4
a21oi            152              0.59
dfxtp            137               2.1
nand2            971               2.8
clkbuf           175              0.51
buf              230              0.95
a22oi             63              0.37
mux2i            138               1.1
mux4             626                11
a31oi             65              0.31
inv               80              0.23
nand4             73              0.35
nor2             424               1.2
edfxtp          3116                72
power groups by stage:
stage / clock (mW) / sequential, mW / combinational [mW]
finish: 1.77 / 2.17 / 0.269
global route: 1.87 / 2.17 / 0.285
CTS: 1.80 / 2.17 / 0.265
metal layers:
layer,global-route usage (%),vias to the layer above
li1,-,30547
met1,42.7,36254
met2,45.6,4756
met3,28.0,876
met4,14.3,46
met5,5.33,-
stage by stage:
stage	util (%)	instances	hold slack (ns)	total power, mW
floorplan	-	7413	0.421	2.37
global placement	53.2	10989	0.439	2.48
detailed placement	53.2	10989	0.439	2.48
CTS	57.3	11584	0.459	4.23
global route	57.3	11595	0.483	4.33
finish	57.3	11615	0.456	4.22
critical path, stage by stage:
cell,delay (ns)
clkdlybuf4s50_1,0.77
nand2_1,0.24
nand3_1,0.18
o21ai_0,0.43
and2_1,0.54
o211ai_1,0.23
a21oi_1,0.56
inv_1,0.17
ha_1,0.29
mux4_2,0.46
logic make-up (layout without fill, tap and decap cells):
logic type,count (synthesis),count (layout)
compound gates,651,651
xor+xnor,89,89
fa+ha+maj,111,111
buf+inv,486,1273
flops,3253,3253
mux,785,785
other cells,1,32
simple gates,2037,2037
final cells by class:
| class | instances | area, um^2 |
|---|---|---|
| Multi-Input combinational cell | 3674 | 31400 |
| Sequential cell | 3253 | 96300 |
| Tap cell | 3384 | 4230 |
| Clock inverter | 154 | 1230 |
| Fill cell | 18844 | 110000 |
| Antenna cell | 31 | 77.6 |
| Clock buffer | 441 | 9240 |
| Inverter | 81 | 304 |
| Timing Repair Buffer | 597 | 4750 |
worst min path at each step:
stage	from	endpoint	slack, ns	depth (start not counted)
final	r.n[5]	r.c1.dout[5]	0.46	2
after global routing	r.running_count[11]	r.din[11]	0.48	0
after CTS	r.n[5]	r.c1.dout[5]	0.46	2
registers in the layout, summed over array words and instances, names as in the netlist, 7 cells and up:
signal,count
HEX4,7
r.n,14
r.num,8
r.start,12
r.mem,3072
but_counter,22
r.running_count,12
HEX3,7
LEDR,10
n,12
r.c1.dout,32
r.addrSet,8
HEX5,7
r.din,12
r.count,12
cell usage in the layout (no fill, tap or decap), types with 36 or more instances in the layout:
cell,n
a21oi_1,152
a22oi_1,62
a311oi_1,36
a31oi_1,65
and3_1,75
buf_4,523
clkbuf_1,80
clkbuf_16,353
clkdlybuf4s50_1,66
clkinv_1,83
clkinv_2,36
dfxtp_1,136
edfxtp_1,3116
ha_1,107
inv_1,80
mux2i_1,133
mux4_2,618
nand2_1,970
nand3_1,354
nand4_1,73
nor2_1,420
o21ai_0,66
o22ai_1,40
xnor2_1,42
xor2_1,47
No activity file was given, so power comes from the tool's default toggle rates.
